[/design/flow/run.sh]
#!/bin/bash
# OpenROAD 26Q1-2900-gdf79404cd8, Yosys 0.63+post, stock flow scripts
make -C /OpenROAD-flow-scripts/flow DESIGN_CONFIG=/design/flow/config.mk WORK_HOME=/design/flow/orfs finish
[/design/flow/config.mk]
export PLATFORM = sky130hd
export DESIGN_NAME = top
export DESIGN_NICKNAME = top
export VERILOG_FILES = /design/flow/design.v
export SDC_FILE = /design/flow/constraint.sdc
export NUM_CORES = 4
export LEC_CHECK = 1
export CORE_UTILIZATION = 30
[/design/flow/constraint.sdc]
current_design top

set clk_period 5.2
set clk_io_pct 0.2

create_clock -name clk0 -period $clk_period [get_ports {clk}]

set non_clock_inputs [all_inputs -no_clocks]
set_input_delay [expr $clk_period * $clk_io_pct] -clock clk0 $non_clock_inputs
set_output_delay [expr $clk_period * $clk_io_pct] -clock clk0 [all_outputs]
[/design/flow/design.v]
`timescale 1ns/1ns
module top
(
	output reg led,
	input clk,
	output r,
	output visible,
	output hSync,
	output vSync,
	output hFront,
	output hBack,
	output vFront,
	output vBack
);
	reg [9:0] hCount = 0;
	reg [9:0] vCount = 0;
	reg [10:0] frames = 0;
	reg [10:0] lines = 0;
	localparam HACTIVE = 640;
	localparam HFRONT = 16;
	localparam HSYNC = 96;
	localparam HBACK = 48;
	wire activeH = hCount <  ( $rtoi(1.074627 * (HACTIVE) ) );
	wire hFront  = hCount >= ( $rtoi(1.074627 * (HACTIVE) ) ) && hCount < ( $rtoi(1.074627 * (HACTIVE+HFRONT) ) );
	wire hSync   = hCount >= ( $rtoi(1.074627 * (HACTIVE+HFRONT) ) ) && hCount < ( $rtoi(1.074627 * (HACTIVE+HFRONT+HSYNC) ) );
	wire hBack   = hCount >= ( $rtoi(1.074627 * (HACTIVE+HFRONT+HSYNC) ) ) && hCount < ( $rtoi(1.074627 * (HACTIVE+HFRONT+HSYNC+HBACK) ) );
	wire hEnd    = hCount == ( $rtoi(1.074627 * (HACTIVE+HFRONT+HSYNC+HBACK-1) ) );
	wire activeV = vCount <  (480);
	wire vFront  = vCount >= (480) && vCount < (480+10);
	wire vSync   = vCount >= (480+10) && vCount < (480+10+2);
	wire vBack   = vCount >= (480+10+2) && vCount < (480+10+2+33);
	wire vEnd    = vCount == (480+10+2+33-1);
	assign visible = activeH && activeV;
	assign r = visible & hCount[3:3];
	always @(posedge clk) begin
		if (hEnd) begin
			hCount <= 0; 
			lines <= lines + 1;
			if (vEnd) begin
				vCount <= 0;
				frames <= frames + 1;
			end else
				vCount <= vCount + 1;
		end
		else
			hCount <= hCount + 1;
	end
	reg [23:0] counter;
	always @(posedge clk ) begin  
		if (counter < 24'd1349_9999)        
			counter <= counter + 1'b1;
		else
			counter <= 24'd0;
	end
	always @(posedge clk ) begin  
		if (counter == 24'd1349_9999)        
			led <= ~led;                          
	end
endmodule
==> impl_table.tex <==
% Synthesis and place-and-route results
\begin{tabular}{lr}
\hline
Metric & Value \\
\hline
\multicolumn{2}{l}{\textbf{Yosys}} \\
\quad Yosys cell count & 259 \\
\quad Commonest cells post-synth & nor2\_1, dfxtp\_1, xnor2\_1, nand2\_1, inv\_1 \\
\quad Sequential element share of the synthesized area & 43.6\% \\
\quad Yosys warning tally & 1 \\
\quad Synthesized registers & 45 \\
\quad Cell variety after synth & 42 \\
\quad Top cell type by total area after synthesis & dfxtp\_1 \\
\quad Leading cell type by number of instances after synthesis & nor2\_1 \\
\quad Mapped Cells & 259 \\
\quad Share of async-settable or async-resettable flops after synthesis & 0\% \\
\quad Most instantiated flip-flop cell in the synthesis netlist & dfxtp\_1 \\
\quad Mapped cell area & 2320 um\^{}2 \\
\quad Post-synth area from yosys stat & 2320 um\^{}2 \\
\quad Post-Synthesis Mean Instance Area & 8.95 um\^{}2 \\
\quad EDFF count, synth & 11 \\
\quad Leading cell types by total area after synthesis & dfxtp\_1, edfxtp\_1, xnor2\_1 \\
\quad Top cell area share & 29.4\% \\
\multicolumn{2}{l}{\textbf{Finish}} \\
\quad Post-layout util & 35.7\% \\
\quad Layout-stage area growth over the synthesis result & 13.4\% \\
\quad Summed area of non-filler cells in the final layout & 2630 um\^{}2 \\
\quad Fill cell total of the finished layout & 725 \\
\quad Proportion of layout cells with a drive suffix above 1 & 6.74\% \\
\multicolumn{2}{l}{\textbf{Setup path}} \\
\quad CP arrival & 2250 ps \\
\quad Kind of end point of the critical path & output port \\
\quad Required time worst endpoint & 4160 ps \\
\quad Crit start category & flop \\
\quad Largest stage delay on the critical path & 460 ps \\
\quad Maximum fanout count along the critical path & 5 \\
\quad CP Class & flop to output port \\
\quad Crit-path cells & ha\_1, a21oi\_1, nor4\_1, a2111oi\_0, and2\_1, clkdlybuf4s50\_1 \\
\quad Slowest stage cell, crit path & a2111oi\_0 \\
\multicolumn{2}{l}{\textbf{Route}} \\
\quad Antenna diode count & 0 \\
\quad DRC viols & 0 \\
\quad Total Wirelength & 3.82 mm \\
\quad Violation count after the first detailed-route iteration & 81 \\
\quad Number of detailed-routing iterations run before antenna repair & 4 \\
\quad Post-detailed-route via-to-cell ratio & 4.76 \\
\quad Routed via count & 1741 \\
\quad Final routed wire length divided by cell count & 10.4 um \\
\quad Antenna Violating Nets Remaining & 0 \\
\multicolumn{2}{l}{\textbf{Global route}} \\
\quad Fraction of met3 tracks used by global routing & 1.80\% \\
\quad All-layer global routing usage & 10.0\% \\
\quad Met2 global-route usage & 14.9\% \\
\quad Number of global-route vias before repair & 1516 \\
\quad Maximum number of pins on one net before global-route repair & 19 \\
\quad Layer with the highest usage after global routing & met1 \\
\quad Initial antenna violation count & 0 \\
\quad Fraction of met1 tracks used by global routing & 16.0\% \\
\quad GRT overflow & 0 \\
\quad Global-route wire length before repair & 6.82 mm \\
\multicolumn{2}{l}{\textbf{Power}} \\
\quad Logic gate share of total power & 0\% \\
\quad Switching part of the total power & 17.9\% \\
\quad Share of total power in the clock network & 43.0\% \\
\quad Power Total & 0.624 mW \\
\quad Maximum vdd ir drop & 139 uV \\
\quad Leak pwr & 0.940 nW \\
\quad Total power density per cell area & 237 nW/um\^{}2 \\
\quad Internal power of the cells & 0.513 mW \\
\quad Net switching power & 0.112 mW \\
\quad Part of the power in registers & 57.0\% \\
\multicolumn{2}{l}{\textbf{Clock tree}} \\
\quad Number of levels the H-tree was split into & 2 \\
\quad Worst-skew pair later-pin latency & 290 ps \\
\quad Hold-fix buffer count after cts & 0 \\
\quad Number of clock buffers inserted by TritonCTS & 5 \\
\quad CTS tree & yes \\
\quad Deepest clock path buffer count & 2 \\
\quad Root buf cell & clkbuf\_8 \\
\quad Clock transition at the registers of the reported paths & 80 ps \\
\quad TritonCTS sink count & 45 \\
\quad Number of buffers added for setup after CTS & 0 \\
\quad Cell resize tally after clock tree synthesis & 0 \\
\multicolumn{2}{l}{\textbf{Floorplanning}} \\
\quad Row Count & 31 \\
\quad Initial core utilization & 31.5\% \\
\quad CORE AREA & 7370 um\^{}2 \\
\quad Die X & 89.9 um \\
\quad Total Die Area & 8080 um\^{}2 \\
\quad Die extent in y & 89.9 um \\
\quad Ports placed on the boundary & 10 \\
\multicolumn{2}{l}{\textbf{Placement}} \\
\quad Post-detailed-placement half-perimeter wirelength & 2.69 mm \\
\quad Placed Area & 2510 um\^{}2 \\
\quad Number of buffers inserted by port buffering & 9 \\
\quad Routability-driven placement congestion ratio & 0.770 \\
\multicolumn{2}{l}{\textbf{Timing}} \\
\quad Fin Setup TNS & 0 ps \\
\quad Worst-case clock skew & 5.54 ps \\
\quad Final critical delay including setup and external delays & 3290 ps \\
\quad Max-slew violation count & 0 \\
\quad Period utilization & 63.2\% \\
\quad Highest Clock Rate & 304 MHz \\
\quad Final count of negative-setup-slack endpoints & 0 \\
\quad Setup repair after global routing missed its margin & false \\
\quad Measured slew at the worst slew-check pin & 776 ps \\
\quad Final hold slack & 468 ps \\
\quad Slew Limit Headroom & 48.1\% \\
\quad Hold violation total from the final report & 0 \\
\multicolumn{2}{l}{\textbf{Hold path}} \\
\quad Worst Hold Class & flop to flop \\
\multicolumn{2}{l}{\textbf{Run status}} \\
\quad Result of the run & finished, final reports clean \\
\multicolumn{2}{l}{\textbf{Job}} \\
\quad Reported max-cap violation count & 0 \\
\quad OpenROAD warning count & 30 \\
\hline
\end{tabular}
==> kinds of logic after synthesis <==
logic type                 count (synthesis)  share of synthesized area, %
AOI/OAI and AO/OA                         30                          8.42
xor gates and xnor gates                  29                          11.0
adders and majority gates                  7                          3.78
buffers and inverters                     23                          3.94
DFF                                       45                          43.6
and+or+nand+nor                          125                          29.3
==> stage by stage <==
stage | setup slack, ps | std cells
detailed placement | 2210 | 358
finish | 1910 | 366
global route | 1640 | 366
floorplan | 2950 | 259
CTS | 1880 | 366
global placement | 2230 | 358
==> cell usage in the layout, fill, tap and decap left out, types with 2 or more instances in the layout <==
cell type / count
a21oi_1: 9
and2_1: 2
and3_1: 3
and4_1: 4
buf_4: 2
clkbuf_8: 6
clkdlybuf4s50_1: 9
dfxtp_1: 34
edfxtp_1: 11
ha_1: 7
inv_1: 12
nand2_1: 16
nand2b_1: 2
nand3_1: 11
nand3_2: 2
nand3b_1: 3
nand4_1: 11
nor2_1: 40
nor2b_1: 3
nor3_1: 4
nor4_1: 7
o21ai_0: 11
o31ai_1: 2
or3_1: 6
or4_1: 3
xnor2_1: 19
xor2_1: 10
==> area by class of cell <==
cell class / instances / area, um^2 / share of cell area (%)
Tap cell: 99 / 124 / 4.71
Timing Repair Buffer: 11 / 105 / 4.00
Inverter: 12 / 45.0 / 1.71
Clock buffer: 7 / 86.3 / 3.28
Multi-Input combinational cell: 191 / 1230 / 46.7
Sequential cell: 45 / 1010 / 38.5
Clock inverter: 1 / 30.0 / 1.14
==> state kept, by name, summed over array words and instances (netlist names) <==
register  flops
counter      24
hCount       10
vCount       10
led           1
==> critical path, delay by kind of cell (launching register included) <==
family / cells / cell delay [ps]
simple gates: 2 / 290
buf+inv: 1 / 450
compound gates: 2 / 620
flops: 1 / 340
fa+ha+maj: 1 / 260
==> power by group through the flow <==
stage | clock network (mW) | registers [mW] | logic (mW)
finish | 0.268 | 0.356 | 0.000000480
global route | 0.296 | 0.356 | 0.000000480
CTS | 0.281 | 0.356 | 0.000000480
==> worst paths after layout <==
kind	cells after the start	endpoint	startpoint	slack, ps
max	6	r	hCount[0]	1910
min	1	counter[0]	counter[0]	470
max reg2reg	5	counter[13]	counter[12]	3030
min reg2reg	1	counter[0]	counter[0]	470
==> layer usage <==
metal	wire (um)	part of all wire, %
met4	41	1.1
met1	2060	54
met5	0	0
met3	94	2.5
met2	1620	43
Power is estimated from default activity; no workload was simulated.
